### run.sh
#!/bin/bash
# OpenROAD 26Q1-2900-gdf79404cd8, Yosys 0.63+post, stock flow scripts
make -C /OpenROAD-flow-scripts/flow DESIGN_CONFIG=/design/flow/config.mk WORK_HOME=/design/flow/orfs finish
### config.mk
export PLATFORM = sky130hd
export DESIGN_NAME = three_bit_multiplier
export DESIGN_NICKNAME = three_bit_multiplier
export VERILOG_FILES = /design/flow/design.v
export SDC_FILE = /design/flow/constraint.sdc
export NUM_CORES = 4
export LEC_CHECK = 1
export CORE_AREA = 10 10 70 70
export DIE_AREA = 0 0 80 80
### constraint.sdc
current_design three_bit_multiplier

set clk_period 2.0
set clk_io_pct 0.2

create_clock -name clk0 -period $clk_period

set non_clock_inputs [all_inputs -no_clocks]
set_input_delay [expr $clk_period * $clk_io_pct] -clock clk0 $non_clock_inputs
set_output_delay [expr $clk_period * $clk_io_pct] -clock clk0 [all_outputs]
### design.v
module half_adder(input a, b, output sum, carry);
    assign sum = a ^ b;
    assign carry = a & b;
endmodule
module three_bit_multiplier(
    input [2:0] A, B,
    output [5:0] Product
);
    wire [2:0] PP0 = {A[2]&B[0], A[1]&B[0], A[0]&B[0]};
    wire [2:0] PP1 = {A[2]&B[1], A[1]&B[1], A[0]&B[1]};
    wire [2:0] PP2 = {A[2]&B[2], A[1]&B[2], A[0]&B[2]};
    wire s1, c1, s2, c2, s3, c3;
    half_adder ha1(PP0[1], PP1[0], s1, c1);
    half_adder ha2(PP0[2], PP1[1], s2, c2);
	wire s4, c4, s5, c5;
    half_adder ha3(s2, PP2[0], s4, c4);
    half_adder ha4(c2, PP1[2], s5, c5);
    assign Product[0] = PP0[0];
    assign Product[1] = s1;
    assign Product[2] = s4;
    assign Product[3] = s5 ^ c4;
    assign Product[4] = PP2[1] ^ c5 ^ c4;
    assign Product[5] = PP2[2] & c5;     
endmodule
==> metrics.yaml <==
status: "completed"
core_sq_mm: 0.00342
area_growth_pct: 159
die_y_um: 80
grt_pass1_vias: 154
use_met3_pct: 0.568
leakage_nw: 0.172
antenna_found_initial: 0
tool_warnings: 33
crit_start: "B[0]"
power.density_mw_per_mm2: 155
path_common_cell: "ha_4"
flops: 0
synthTopCellsByArea: "ha_1, and2_1, xor2_1"
ctsHoldBuffers: 0
layout_top_cells: "clkbuf_2, buf_4"
yosys-stat-area_sq_um: 136
io_buffers: 12
grt_overflow: 0
critPathMaxStageDelay_ps: 160
io_pins: 12
via_count: 161
dp_slack_ps: -757
rows: 21
grt_start_max_net_pins: 4
critical_path.top_delay_family: "buffers and inverters"
top_usage_layer: "met2"
track_usage_pct: 1.39
syn_avg_cell_area_sq_um: 7.58
hold_viol_final: 0
netlist.area_leader.share_pct: 27.5
ys_seq_share_pct: 0
yosysTopAreaCell: "ha_1"
holdPathEnd: "Product[4]"
die_width_um: 80
path_buffers: 3
period_minus_slack_ps: 1900
wl_per_cell_um: 6.90
fmax_ghz: 0.527
antenna_cells: 0
setup_slack_ps: 104
hold_path_depth: 4
final_util_pct: 10.3
gp_congestion: 0.666
slowest_stage: "and2_4"
ant_nets: 0
chip_area_sq_mm: 0.00640
crit_fanout: 3
critical_path_class: "input pin to primary output"
netlist_area_sq_um: 136
ir_drop_mv: 0.0178
drc: 0
cp.required_ps: 1600
met2_usage_pct: 2.57
ys_cells: 18
fillers: 407
rsz0062_at_grt: "false"
cp_data_arrival_time_ps: 1500
viasPerCell: 2.06
worst_setup_path_start_kind: "input pin"
synthCells: 18
crit_chain: "clkbuf_2 > and2_4 > ha_4 > ha_4 > buf_4 > xor2_2 > xnor2_1 > buf_2"
worst_pin_slew_ps: 133
fp_util_pct: 3.99
drtPass1Iterations: 2
max_cap_violations: 0
dr.first_iter.drc_count: 14
grt_use_met1_pct: 1.52
yosysWarnings: 0
wirelength_um: 538
drive_above_1_share_pct: 53.1
grt_pass1_wl_um: 752
fin_crit_sh_pct: 94.8
min_path_type: "input pin to primary output"
cp-end-kind: "primary output"
slew_viol_final: 0
setup_violations: 0
relSlewSlack_pct: 91.1
hold_path_startpoint: "B[2]"
clkbuf_count: 0
synth_cell_types: 7
seqCellArea_sq_um: 0
[power breakdown]
group          total [W]  internal, W  switching [W]
Combinational  0.0000545    0.0000354      0.0000191
Clock                  0            0              0
Sequential             0            0              0
Total          0.0000545    0.0000354      0.0000191
[metal layers]
metal  vias up  part of all wire [%]  wire (um)
li1         83                     -          -
met1        71                    39        211
met2         7                    50        270
met3         0                    10         56
met4         0                     0          0
met5         -                     0          0
[final cells by class]
type / count / area [sq um] / area share [%]
Multi-Input combinational cell: 16 / 174 / 49.3
Tap cell: 46 / 57.6 / 16.3
Timing Repair Buffer: 16 / 121 / 34.4
[cell families (layout without fill, tap and decap cells)]
family,Yosys count,in the layout,synth area share (%)
and+or+nand+nor,9,9,35.8
adders and majority gates,3,3,27.5
buffers and inverters,2,16,11.0
xor gates and xnor gates,4,4,25.7
[worst max-delay path by stage]
stage / end / slack (ps) / cells after the start
4_1_cts: Product[4] / -90 / 7
5_1_grt: Product[4] / 60 / 8
6_report: Product[4] / 100 / 8
[through the flow]
step	area, sq um	cells	hold WS, ps	TNS (ps)	power (W)
3_5_place_dp	322	77	1790	-2490	0.0000575
2_1_floorplan	136	18	872	0	0.0000203
3_3_place_gp	322	77	1790	-2450	0.0000576
6_report	353	78	1200	0	0.0000545
5_1_grt	353	78	1230	0	0.0000621
4_1_cts	330	78	1370	-110	0.0000517
[tightest hold or removal path, delay by kind of cell]
kind | cells | cell delay (ps)
buffers and inverters | 2 | 250
AND/OR/NAND/NOR | 1 | 100
XOR/XNOR | 1 | 60
[cell usage after synthesis]
cell / instances
nand2_1: 3
ha_1: 3
xnor2_1: 1
buf_4: 2
xor2_1: 3
and3_1: 1
and2_1: 5
[what timing repair did]
action | in CTS | in global routing
resized | 19 | 14
setup buffers | 1 | 0
pin swaps | 8 | 4
endpoints found under the setup margin | 5 | 3
Power and IR drop assume default switching activity.
