`./design.v`:
```
module distributed_ram_256x32 (
    input  wire         clk,
    input  wire         we,          
    input  wire [7:0]   addr,        
    input  wire [31:0]  din,         
    output reg  [31:0]  dout         
);
    (* ram_style = "distributed" *) reg [31:0] mem [0:255];
    always @(posedge clk) begin
        if (we)
            mem[addr] <= din;
        dout <= mem[addr];
    end
endmodule
```
`./run.sh`:
```
#!/bin/bash
# OpenROAD 26Q1-2900-gdf79404cd8, Yosys 0.63+post, stock flow scripts
make -C /OpenROAD-flow-scripts/flow DESIGN_CONFIG=/design/flow/config.mk WORK_HOME=/design/flow/orfs finish
```
`./config.mk`:
```
export PLATFORM = sky130hd
export DESIGN_NAME = distributed_ram_256x32
export DESIGN_NICKNAME = distributed_ram_256x32
export VERILOG_FILES = /design/flow/design.v
export SDC_FILE = /design/flow/constraint.sdc
export NUM_CORES = 4
export LEC_CHECK = 1
export CORE_UTILIZATION = 40
export SYNTH_MEMORY_MAX_BITS = 65536
```
`./constraint.sdc`:
```
current_design distributed_ram_256x32

set clk_period 66.6
set clk_io_pct 0.2

create_clock -name clk0 -period $clk_period [get_ports {clk}]

set non_clock_inputs [all_inputs -no_clocks]
set_input_delay [expr $clk_period * $clk_io_pct] -clock clk0 $non_clock_inputs
set_output_delay [expr $clk_period * $clk_io_pct] -clock clk0 [all_outputs]
```
==> qor.txt <==
Post-synthesis sequential element count - 8,224
CTS buffer count - 814
Insertion Delay late pin - 1160 ps
Synth-to-Final Area Change - 14.7%
Seq. cell area - 247,000 um^2
Finished Layout Cells - 24,900
Core Util, Final - 46.1%
Synthesized netlist cell count - 13,100
Total grt overflow - 0
EDFF count, synth - 8,192
Clk pin slew, worst setup/hold paths - 60 ps
Max-slew violation count - 0
Top FF cell, synth - edfxtp_1
Placed cells - 23,400
Max IR drop VDD - 0.0273 mV
Grt peak-use layer - met2
Vias in the first global route - 162,000
Final Setup Violations - 0
Data arrival, critical path - 20,430 ps
Layout Skew - 110 ps
OpenROAD warnings - 34
Fin crit share - 29.2%
Ys Warns - 1
DRT Pass-1 Iters - 5
CP most frequent cell - buf_4
Yosys Chip Area - 309,000 um^2
Max Cap Viol - 0
PD cells - 30.0 nW/um^2
Number of distinct library cells after synthesis - 22
Floorplan row count - 322
Fmax - 51.5 MHz
First-pass GRT wire length - 1,240,000 um
Via density - 5.86
DRT antenna net count - 0
Vias after detailed routing - 146,000
Mapped Area - 309,000 um^2
Layout cells sized above 1 - 29.9%
CP endpoint kind - flop
Crit-path cells - buf_16, buf_4, buf_4, buf_4, buf_4, buf_4, buf_4, buf_4, mux4_2, a22oi_1, a21oi_1, o41ai_2, buf_4, nand4_1
Worst min path class - flop to flop
DP HPWL - 512,000 um
Fillers - 61,500
Most frequent cells after synthesis - 8,192 x edfxtp_1, 2,048 x mux4_2, 1,024 x a22oi_1
Fin crit period - 19,420 ps
Remaining DRCs - 0
Routability cong. - 0.878
Seq/Total Area, Yosys - 79.8%
Input/output buffers - 73
Final TNS setup - 0 ps
Placement Setup Slack - 45,920 ps
Final instance area - 354,000 um^2
Top cell area share - 79.6%
Die X - 881 um
Clock tree from TritonCTS - built
Worst EP required - 67,610 ps
RSZ-0062 raised after global routing - no
M3 GR Usage - 23.8%
Critical path class - input port to flop
Global Route Usage Sum - 25.3%
CP max stage delay - 1060 ps
Initial antenna violation count - 47
Clock root cell - clkbuf_16
Count leader, synth - edfxtp_1
Fp util - 40.2%
Die Height - 881 um
Number of setup buffers added after CTS - 0
Global Route met2 Usage - 35.2%
Worst slew margin - 2.78%
Yosys cell count - 13,100
Cell area leaders - edfxtp_1 80%, mux4_2 15%, a22oi_1 2.5%
Synth area leader - edfxtp_1
I/O pins - 74
Crit Path Max Fanout - 53
GR Util met1 - 27.3%
Die area - 776,000 um^2
Core ar. - 769,000 um^2
Largest net degree at the start of global routing - 111
Status - completed
Number of DRC markers in iteration 0 - 10,200
DRT Wirelength - 885,000 um
Deepest clock path buffer count - 4
# clock sinks - 8,224
Drt wl/cell - 35.5 um
Final worst slack - 47,180 ps
Syn_area_per_cell - 23.6 um^2
CP Launch Type - input port
Combinational Area - 62,000 um^2
Worst-margin pin slew - 1440 ps
Lkg Pwr - 108 nW
Placed cell areas - 329,000 um^2
Hold_buf cts - 0
Ys async rst share - 0%
Hold Fails Final Rpt - 0
Post_cts resized - 0
Critical-path top delay cell - o41ai_2
CTS HTree Levels - 6
-- routing by layer --
layer  vias to the layer above  routed length (um)
met5                         -                1090
li1                      59000                   -
met4                        40               43000
met1                     74600              253000
met2                     10900              401000
met3                      1553              187000
-- layout by cell type (no fill, tap or decap), types with 32 or more instances in the layout --
cell type,instances
edfxtp_1,8192
mux4_2,2048
a22oi_1,1024
buf_4,834
clkbuf_16,819
a21oi_1,508
nor2_4,228
clkbuf_1,220
clkinv_1,199
clkinv_2,127
o41ai_2,85
bufinv_16,48
clkdlybuf4s50_1,39
diode_2,34
buf_8,33
nand4_1,32
dfxtp_1,32
-- final cells by class --
class | instances | area share, %
antenna | 34 | 0.0240
clock buffer | 1044 | 6.03
clock inverter | 443 | 1.12
inverter | 1 | 0.00106
multi-input combinational | 4066 | 17.5
sequential | 8224 | 69.6
tap | 10200 | 3.60
timing repair buffer | 927 | 2.14
-- critical path: cells and delay by family --
kind | cells | cell delay, ps
buf+inv | 9 | 4850
compound gates | 3 | 1580
mux | 1 | 400
simple gates | 1 | 80
-- state kept, by name, summed over array words and instances (netlist names) --
name / count
mem: 8192
dout: 32
-- stage by stage --
| stage | hold slack [ps] | power (mW) |
|---|---|---|
| finish | 982 | 10.6 |
| global route | 1040 | 10.9 |
| CTS | 983 | 10.7 |
| detailed placement | 976 | 6.35 |
| global placement | 967 | 6.34 |
| floorplan | 819 | 6.06 |
-- cells by family (layout without fill, tap and decap cells) --
| group | Yosys count | after routing | synth area share, % |
|---|---|---|---|
| mux | 2048 | 2048 | 14.9 |
| flops | 8224 | 8224 | 79.8 |
| simple gates | 354 | 354 | 0.489 |
| buf+inv | 797 | 2415 | 1.09 |
| other cells | 0 | 34 | 0 |
| compound gates | 1664 | 1664 | 3.68 |
-- final timing paths --
check,endpoint,start,cells past startpoint,slack (ps)
setup / recovery,dout[26]$_DFF_P_,addr[1],14,47180
hold / removal,dout[31]$_DFF_P_,mem[0][31]$_DFFE_PP_,5,980
setup reg to reg,dout[25]$_DFF_P_,mem[43][25]$_DFFE_PP_,5,63230
hold reg to reg,dout[31]$_DFF_P_,mem[0][31]$_DFFE_PP_,5,980
-- report_power, final --
group	switching, mW	leakage [nW]	total [mW]	internal [mW]
Combinational	0.345	21.5	0.515	0.170
Sequential	0.0141	73.9	5.72	5.71
Clock	1.94	12.4	4.40	2.46
Power is estimated from default activity; no workload was simulated.
